### design/flow/config.mk
export PLATFORM = sky130hd
export DESIGN_NAME = Part1
export DESIGN_NICKNAME = Part1
export VERILOG_FILES = /design/flow/design.v
export SDC_FILE = /design/flow/constraint.sdc
export NUM_CORES = 4
export LEC_CHECK = 1
export CORE_AREA = 10 10 70 70
export DIE_AREA = 0 0 80 80
### design/flow/constraint.sdc
current_design Part1

set clk_period 1.8
set clk_io_pct 0.2

create_clock -name clk0 -period $clk_period [get_ports {KEY}]

set non_clock_inputs [all_inputs -no_clocks]
set_input_delay [expr $clk_period * $clk_io_pct] -clock clk0 $non_clock_inputs
set_output_delay [expr $clk_period * $clk_io_pct] -clock clk0 [all_outputs]
### design/flow/design.v
module HexHEXI(Hex, S);
	input [3:0] S;
	output reg [0:6] Hex;
	wire A, B, C, D;
	assign A = S[3]; 
	assign B = S[2];
	assign C = S[1];
	assign D = S[0];
	assign Hex[0] = (~A & ~B & ~C & D) | (~A & B & ~C & ~D) | (A & ~B & C & D) | (A & B & ~C & D);
	assign Hex[1] = (B & C & ~D) | (A & C & D) | (A & B & ~D) | (~A & B & ~C & D);
	assign Hex[2] = (A & B & ~D) | (A & B & C) | (~A & ~B & C & ~D); 
	assign Hex[3] = (B & C & D) | (~A & ~B & ~C & D) | (~A & B & ~C & ~D) | (A & ~B & C & ~D);
	assign Hex[4] = (~A & D) | (~B & ~C & D) | (~A & B & ~C);
	assign Hex[5] = (~A & ~B & D) | (~A & ~B & C) | (~A & C & D) | (A & B & ~C & D);
	assign Hex[6] = (~A & ~B & ~C) | (~A & B & C & D) | (A & B & ~C & ~D);
endmodule
module Part1(SW, KEY, LEDG, LEDR, HEX0);
	input [1:0] SW;
	input [0:0] KEY;
	output [1:0]LEDR;
	output [0:0]LEDG;
	output logic [0:6]HEX0;
	logic [3:0] some_wires;
	assign LEDR = SW;
	Part1FSM theFSM(KEY, SW[0], SW[1], LEDG, some_wires);
	HexHEXI hex_display(HEX0, some_wires);
endmodule	
module Part1FSM(Clock, Reset, W, Z, y);
	input logic Clock, Reset, W;
	output logic Z = 0;
	logic [3:0] CurrentState, NextState;
	logic Enable;
	logic ClearN;
	output logic [3:0] y = 0;
	logic [2:0] t;
	assign t[0] = Enable & y[0];
	assign t[1] = t[0] & y[1];
	assign t[2] = t[1] & y[2];
	localparam  A = 4'h0,
				B = 4'h1,
				C = 4'h2,
				D = 4'h3,
				E = 4'h4,
				F = 4'h5,
				G = 4'h6,
				H = 4'h7,
				I = 4'h8;
	always_comb begin
		case(CurrentState)
		A: if (!W) NextState = B;
			else NextState = F;
		B: if (!W) NextState = C;
			else NextState = F;
		C: if (!W) NextState = D;
			else NextState = F;
		D: if (!W) NextState = E;
			else NextState = F;
		E: if (!W) NextState = E;
			else NextState = F;
		F: if (!W) NextState = B;
			else NextState = G;
		G: if (!W) NextState = B;
			else NextState = H;
		H: if (!W) NextState = B;
			else NextState = I;
		I: if (!W) NextState = B;
			else NextState = I;	
			default: NextState = 4'h0;  
		endcase
	end  
	always_ff @(posedge Clock) begin
		if (Reset) begin
			CurrentState <= A;
			Z <= 0;
			ClearN <= 0;
		end else begin
			CurrentState <= NextState;
			ClearN <= 1;
			if ((CurrentState == I) || (CurrentState ==  E)) begin
				Z <= 1;  
			end else Z <= 0;
		end
		y = CurrentState;
	end  
endmodule
module 	Part1FSM_testbench;
	logic Clock, Reset, W, Z, y;
	integer i;
	Part1FSM dut(Clock, Reset, W, Z, y);
	initial begin
		Reset = 0;
		W = 0;
		for (int i = 0; i < 20; i++)begin
			Clock = 0;
			#10
			Clock = 1; 
			#10
			$monitor(Z);
		end
		Reset = 1;
		Reset = 0;
		W = 1;
		for (i = 0; i < 20; i++)begin
			Clock = 0;
			#10
			Clock = 1; 
			#10
			$monitor(Z);
		end
		Reset = 1;
		W = 0;
		for (i = 0; i < 20; i++)begin
			Clock = 0;
			#10
			Clock = 1; 
			#10
			$monitor(Z);
		end
		Reset = 1;
		W = 1;
		for (i = 0; i < 20; i++)begin
			Clock = 0;
			#10
			Clock = 1; 
			#10
			$monitor(Z);
		end
	end	
endmodule	
### design/flow/run.sh
#!/bin/bash
# OpenROAD 26Q1-2900-gdf79404cd8, Yosys 0.63+post, stock flow scripts
make -C /OpenROAD-flow-scripts/flow DESIGN_CONFIG=/design/flow/config.mk WORK_HOME=/design/flow/orfs finish
==> git commit body <==
Refresh implementation metrics

- The power report puts the leakage power at 0.343 nW.
* Part of the cycle the worst path needs: between 90% and 100%
* GRT overflow: 0
* Final antenna diode count: 0
* Area of the die: approximately 0.0064 mm2
- The worst setup path is launched from a flip-flop.
- Timing would allow up to a little under 0.6 GHz.
* FFs w/ async S/R, synth: 0%
* Width of the die: ~80 um
* Vertical extent of the die: about 80 um
- Yosys top cell by area: dfxtp_1
* Setup violations, final: 0
- The first global-routing pass estimated around 2300 um of wire.
- The startpoint identified for the worst register-to-register timing path is theFSM.CurrentState[0]$_SDFF_PP0_.
- Once detailed placement completed, the half-perimeter wirelength came to between 900 and 1000 um.
* Clock sink total: 9
- Clock input transition at the sequential cells of the worst setup and hold paths: ~0.050 ns
* Iteration tally of the first detailed-router pass: 3
- The most used flip-flop cell after synthesis is dfxtp_1.
- TritonCTS built the clock tree.
* Worst reg2reg endpoint: theFSM.CurrentState[0]$_SDFF_PP0_
- Per STA, the worst path is made up of nand2b_4 > buf_6 > o21ai_2 > a22o_1 > dlygate4sd2_1.
- On the final layout, the worst clock skew is approximately 0.00091 ns.
- The report lists the number of standard-cell rows as 21.
- The routed layout has 531 vias.
- Deepest clock path buffer count: 2
* Number of enable-type register cells in the synthesized netlist: 0
- Endpoint type of the worst setup path: output pin
- The capture point of the critical path was reported as HEX0[1].
- The critical path's slowest stage uses the library cell dfxtp_4.
* Overall fraction of global-route tracks in use: around 4.2%
* Yosys top cell area share: 29.9%
* VDD IR-drop max: around 420 uV
- Switching share of power: between 20% and 30%
* Drt total wl: 1280 um
- Number of endpoints with negative hold slack in the final report: 0
* Initial antenna violation count: 0
- Transition time at the pin with the least slew margin: between 0.3 and 0.4 ns
- Total power normalized to cell area comes to ~800 mW/mm2.
- Final worst slack: 0.101 ns
- Final count of pins violating max slew: 0
* Cell internal pwr: between 400 and 500 uW
* Tightest Hold Check Type: flip-flop to flip-flop
* P&R area growth vs syn: 43.6%
* Biggest area contributors in the synthesized netlist: dfxtp_1 30%, nand2b_4 6.8%, buf_4 5.0%
* Chip area from the yosys synthesis statistics: between 600 and 700 um2
* Clock tree root buffer cell: clkbuf_4
- Worst setup slack for register-to-register paths: ~0.65 ns
- DRC Markers: 0
* Area of the mapped netlist: approximately 600 um2
- Logic depth along the worst register-to-register path is recorded as 3.
* Detailed router's first-iteration violation count: 31
- Number of synthesized register bits: 9
* Source of the critical timing path: theFSM.y[3]$_DFF_P_
- As logged by OpenROAD, the buffers inserted on ports number 12.
* Tool Warnings: roughly 48
* Outcome: finished, final reports clean
- The max-slew check reports its worst relative slack as about three quarters.
- Class of the most critical setup path: flip-flop to output pin
- Dividing the synthesized area by the synthesized cell count gives approximately 8.9 um2.
- The synthesis run shows the most used standard cells to be 9 x dfxtp_1, 4 x a21oi_1, 4 x buf_4, 4 x inv_1, 4 x nand2_1.
- Cell family with the largest share of critical-path delay: flip-flops
- Max fanout on the critical path was recorded as 6.
- Reported net switching power: approximately 190 uW
- The share of total power dissipated in the clock network is a little under a fifth.
* Power share of the sequential group: ~40%
- Clock network latency to the later pin of the worst-skew pair: between 0.2 and 0.25 ns
- Warnings reported by Yosys during synthesis add up to 8.
- Most frequently used cell type in the post-synthesis netlist: dfxtp_1
- The synth_stat.txt file lists the number of cells as approximately 68.
- Setup Slack @ Placement: -0.0182 ns
- Per-cell routed wire length: about 9.7 um
- Number of nets still failing antenna checks after routing: 0
- The power report attributes to the combinational group a share of 41.2%.
- The initial utilization of the core area, before any placement, comes to between 15 and 20%.
- Core region area: between 0.003 and 0.004 mm2
- Per the CTS log, the maximum H-tree level is 1.
* Register share after synthesis: 29.9%
- Per the run summary, max-cap violations total 0.
- At the worst endpoint, the required time is approximately 1.4 ns.
* Vias/cell: between 4 and 5
- The number of global-route vias before repair is around 530.
- In this run, post-CTS hold repair placed 0 buffers.
* Crit path buf inv count: 2
* Total CTS buffers: 3
- All stages included, the depth of the critical timing path comes to 5.
* Total power of the final layout: ~680 uW
- Top-level I/O count: 13
* Min Clock Period, post-route: approximately 1.7 ns
- Worst path arrival time: ~1.3 ns
- Global placer's final weighted congestion: ~0.86
* Distinct lib cells used: 33
- Crit path largest cell delay: approximately 0.38 ns
- Worst Hold Margin: around 0.46 ns
- Cell count after synthesis: slightly below 70
* Ratio of cells with drive above 1 in the final layout: between 30% and 40%
* Maximum number of pins on one net before global-route repair: 14
## worst min-delay path by stage
stage | cells past startpoint | start | slack (ns) | end
CTS | 0 | theFSM.CurrentState[3]$_SDFF_PP0_ | 0.46 | theFSM.y[3]$_DFF_P_
global route | 0 | theFSM.CurrentState[3]$_SDFF_PP0_ | 0.48 | theFSM.y[3]$_DFF_P_
finish | 0 | theFSM.CurrentState[3]$_SDFF_PP0_ | 0.46 | theFSM.y[3]$_DFF_P_
## flip-flops by register name, indices dropped and copies added, names as in the netlist
signal,flops
theFSM.y,4
theFSM.Z,1
theFSM.CurrentState,4
## cell families (layout without fill, tap and decap cells)
logic type | count (synthesis) | after routing | share of synthesized area (%)
flip-flops | 9 | 9 | 29.9
AND/OR/NAND/NOR | 24 | 24 | 28.8
buffers and inverters | 13 | 31 | 13.7
multiplexers | 1 | 1 | 1.87
AND-OR/OR-AND | 17 | 17 | 19.9
XOR/XNOR | 4 | 4 | 5.81
## placed cells by master (no fill, tap or decap), types with 2 or more instances in the layout
| cell | count |
|---|---|
| a21oi_1 | 3 |
| clkbuf_4 | 3 |
| nor4_1 | 2 |
| nand2b_1 | 2 |
| buf_4 | 9 |
| nor3_1 | 2 |
| nor2b_1 | 2 |
| nand2_1 | 3 |
| dfxtp_4 | 2 |
| inv_1 | 4 |
| dlygate4sd2_1 | 4 |
| clkdlybuf4s50_1 | 5 |
| nand2b_4 | 3 |
| xnor2_1 | 3 |
| dfxtp_1 | 5 |
| dfxtp_2 | 2 |
## power by group through the flow
stage	sequential, mW	combinational, mW	clock [mW]
CTS	0.274	0.272	0.161
global route	0.281	0.319	0.173
finish	0.276	0.281	0.126
## metal layers
| layer | wire length (um) | GRT usage (%) |
|---|---|---|
| met2 | 553 | 6.26 |
| met3 | 95 | 1.93 |
| met1 | 627 | 5.59 |
| met5 | 0 | 0 |
| met4 | 0 | 0.352 |
## final cells by class
type                    count  area (um2)
fillers                   372        2550
multi-input cells          46         370
repair buffers             23         206
flip-flops and latches      9         190
well taps                  46        57.6
clock buffers               4        26.3
inverters                   4        15.0
## what timing repair did
item | in CTS | in global routing
hold endpoints to repair | 0 | 0
pin swaps | 3 | 5
setup endpoints to repair | 7 | 4
resized | 19 | 8
buffers inserted | 3 | 2
## metrics by stage
step                      setup TNS, ns  instances  area (um2)  utilization, %
final                                 0        132         866            25.3
after global routing            -0.0402        132         866            25.3
after CTS                        -0.189        131         840            24.6
after detailed placement        -0.0532        124         778            22.8
after global placement                0        124         778            22.8
after floorplan                       0         68         603               -
Power figures rest on the tool's default switching activity, not on a simulated workload.
