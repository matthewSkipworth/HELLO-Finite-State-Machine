==> flow/config.mk <==
export PLATFORM = sky130hd
export DESIGN_NAME = Part2
export DESIGN_NICKNAME = Part2
export VERILOG_FILES = /design/flow/design.v
export SDC_FILE = /design/flow/constraint.sdc
export NUM_CORES = 4
export LEC_CHECK = 1
export CORE_AREA = 10 10 75 75
export DIE_AREA = 0 0 85 85
==> flow/constraint.sdc <==
current_design Part2

set clk_period 2.7
set clk_io_pct 0.2

create_clock -name clk0 -period $clk_period [get_ports {KEY}]

set non_clock_inputs [all_inputs -no_clocks]
set_input_delay [expr $clk_period * $clk_io_pct] -clock clk0 $non_clock_inputs
set_output_delay [expr $clk_period * $clk_io_pct] -clock clk0 [all_outputs]
==> flow/design.v <==
module HexHEXI(Hex, S);
	input [3:0] S;
	output reg [0:6] Hex;
	wire A, B, C, D;
	assign A = S[3]; 
	assign B = S[2];
	assign C = S[1];
	assign D = S[0];
	assign Hex[0] = (~A & ~B & ~C & D) | (~A & B & ~C & ~D) | (A & ~B & C & D) | (A & B & ~C & D);
	assign Hex[1] = (B & C & ~D) | (A & C & D) | (A & B & ~D) | (~A & B & ~C & D);
	assign Hex[2] = (A & B & ~D) | (A & B & C) | (~A & ~B & C & ~D); 
	assign Hex[3] = (B & C & D) | (~A & ~B & ~C & D) | (~A & B & ~C & ~D) | (A & ~B & C & ~D);
	assign Hex[4] = (~A & D) | (~B & ~C & D) | (~A & B & ~C);
	assign Hex[5] = (~A & ~B & D) | (~A & ~B & C) | (~A & C & D) | (A & B & ~C & D);
	assign Hex[6] = (~A & ~B & ~C) | (~A & B & C & D) | (A & B & ~C & ~D);
endmodule
module Mod_Ten_Counter(w1, w0, Reset, Clock, z);
	input w1, w0, Reset, Clock;
	output logic [3:0] z = 0;
	logic [3:0] CurrentState, NextState;
	localparam  
			A = 4'h0,
			B = 4'h1,
			C = 4'h2,
			D = 4'h3,
			E = 4'h4,
			F = 4'h5,
			G = 4'h6,
			H = 4'h7,
			I = 4'h8,
			J = 4'h9;
	always_comb begin
		case(CurrentState)
		A: if (!w1 && !w0) NextState = A;
			else if (!w1 && w0) NextState = B;
			else if (w1 && !w0) NextState = C;
			else   NextState = J;
		B: if (!w1 && !w0) NextState = B;
			else if (!w1 && w0) NextState = C;
			else if (w1 && !w0) NextState = D;
			else   NextState = A;
		C: if (!w1 && !w0) NextState = C;
			else if (!w1 && w0) NextState = D;
			else if (w1 && !w0) NextState = E;
			else   NextState = B;
		D: if (!w1 && !w0) NextState = D;
			else if (!w1 && w0) NextState = E;
			else if (w1 && !w0) NextState = F;
			else   NextState = C;
		E: if (!w1 && !w0) NextState = E;
			else if (!w1 && w0) NextState = F;
			else if (w1 && !w0) NextState = G;
			else   NextState = D;
		F: if (!w1 && !w0) NextState = F;
			else if (!w1 && w0) NextState = G;
			else if (w1 && !w0) NextState = H;
			else   NextState = E;
		G: if (!w1 && !w0) NextState = G;
			else if (!w1 && w0) NextState = H;
			else if (w1 && !w0) NextState = I;
			else   NextState = F;
		H: if (!w1 && !w0) NextState = H;
			else if (!w1 && w0) NextState = I;
			else if (w1 && !w0) NextState = J;
			else   NextState = G;
		I: if (!w1 && !w0) NextState = I;
			else if (!w1 && w0) NextState = J;
			else if (w1 && !w0) NextState = A;
			else   NextState = H;
		J: if (!w1 && !w0) NextState = J;
			else if (!w1 && w0) NextState = A;
			else if (w1 && !w0) NextState = B;
			else   NextState = I;	
			default: NextState = 4'h0;  
		endcase
	end
	always_ff @(posedge Clock) begin
		if (Reset) begin
			CurrentState <= A;
			z <= 0;
		end else begin
			CurrentState <= NextState;
			z <= CurrentState;
		end
	end 
endmodule	
module Mod_Ten_Counter_testbench;
	logic w1, w0, Clock, Reset;
	logic [3:0] z = 0;
	integer i;
	Mod_Ten_Counter DeviceUnderTest(w1, w0, Reset, Clock, z);
	initial begin
		Reset = 0;  
		w1 = 0;
		w0 = 0;
		for (i = 0; i < 19; i++) begin
			Clock = 1;
			#10;
			Clock = 0;
			#10;
		end
		w1 = 0;
		w0 = 1;
		for (i = 0; i < 19; i++) begin
			Clock = 1;
			#10;
			Clock = 0;
			#10;
		end
		w1 = 1;
		w0 = 0;
		for (i = 0; i < 19; i++) begin
			Clock = 1;
			#10;
			Clock = 0;
			#10;
		end
		w1 = 1;
		w0 = 1;
		for (i = 0; i < 19; i++) begin
			Clock = 1;
			#10;
			Clock = 0;
			#10;
		end
		Reset = 1;  
		w1 = 0;
		w0 = 0;
		for (i = 0; i < 19; i++) begin
			Clock = 1;
			#10;
			Clock = 0;
			#10;
		end
		w1 = 0;
		w0 = 1;
		for (i = 0; i < 19; i++) begin
			Clock = 1;
			#10;
			Clock = 0;
			#10;
		end
		w1 = 1;
		w0 = 0;
		for (i = 0; i < 19; i++) begin
			Clock = 1;
			#10;
			Clock = 0;
			#10;
		end
		w1 = 1;
		w0 = 1;
		for (i = 0; i < 19; i++) begin
			Clock = 1;
			#10;
			Clock = 0;
			#10;
		end
	end	
endmodule	
module Part2(SW, HEX0, LEDR, KEY);
		input [2:0] SW;
		output [2:0] LEDR;
		input [0:0] KEY;
		output [0:6] HEX0;
		assign LEDR = SW;
		logic [3:0] a_four_bit_wire;
		Mod_Ten_Counter SirCountsAlot(SW[2], SW[1], SW[0], KEY, a_four_bit_wire);
		HexHEXI HexDecoder(HEX0, a_four_bit_wire);
endmodule
==> flow/run.sh <==
#!/bin/bash
# OpenROAD 26Q1-2900-gdf79404cd8, Yosys 0.63+post, stock flow scripts
make -C /OpenROAD-flow-scripts/flow DESIGN_CONFIG=/design/flow/config.mk WORK_HOME=/design/flow/orfs finish
==> out/qor.yml <==
run_status:
  status: "finished clean"
run:
  warnings: 50
  cap_viol_max_count: 0
grt:
  antenna_found_initial: 0
  track_usage_pct: 4.12
  grt_max_degree: 16
  grt_pass1_wl_um: 2700
  overflow: 0
  grt_pass1_vias: 615
cts:
  ctsResizeCount: 0
  clk-insertion-delay-late_ns: 0.21
  cts_buffers: 3
  ctsHoldBuffers: 0
  path_clk_slew_ns: 0.03
  clockBufferDepth: 2
  root_buffer: "clkbuf_8"
  post-cts-setup-buffers: 0
  htree_levels: 1
  tritoncts: "yes"
  tritoncts_num_sinks: 8
sta:
  fin_skew_ns: 0
  finalClockPeriodUsage_pct: 89.7
  tns_ns: 0
  rsz0062_at_grt: "no"
  max_freq_mhz: 413
  worst_pin_slew_ns: 0.415
  timing.hold.ws_ns: 0.579
  worst_slack_ns: 0.277
  setup_viol: 0
  slew_viol_final: 0
  period_minus_slack_ns: 2.42
  slew_headroom_pct: 72.3
  final_hold_viol_count: 0
pwr:
  p_seq_share_pct: 41.1
  ir_drop_v: 0.000125
  p_comb_share_pct: 26.1
  power_density_mw_per_mm2: 412
  p_leak_nw: 0.335
  swShare_pct: 24.4
  switching_power_uw: 91.3
  internal_power_uw: 283
  clkPwrFrac_pct: 32.8
route:
  vias: 656
  via_per_inst: 4.21
  wl_per_cell_um: 9.62
  routed_wl_um: 1500
  num_antenna_cells: 0
  first_pass_iters: 4
  drtIter0Drc: 31
  route.antenna.remaining_nets: 0
  drc: 0
floorplan:
  die_area_mm2: 0.00723
  pin_count: 14
  fp.dieW_um: 85
  rows: 23
  core-area_mm2: 0.00406
  fp.dieH_um: 85
  fp_util_pct: 18.1
placed_design:
  post-place-ws_ns: 0.492
  gp_congestion: 0.770
  hpwl_um: 1160
  portBuffers: 13
  dp.cells: 153
layout:
  layout_top_cell: "clkdlybuf4s50_1"
  layout-drive-gt1-share_pct: 4.72
  stdcell_count: 156
  final_util_pct: 22.4
  most-common-layout-cells: "clkdlybuf4s50_1 (13), nand2_1 (10), dfxtp_1 (8), nor2_1 (8)"
  area_growth_pct: 23.5
setup_path:
  cp_max_fo: 13
  crit_path_cell_trace: "inv_1 > or3_1 > o21ai_1 > a22o_1 > clkdlybuf4s50_1"
  critPathKind: "reg2out"
  crit_required_ns: 2.16
  r2r-start: "SirCountsAlot.CurrentState[1]"
  crit_slowest_cell: "dfxtp_1"
  worst-path-buf-inv: 2
  cp-start-kind: "register"
  critical-path-top-delay-family: "buffers and inverters"
  reg2reg_depth: 3
  crit_cells: 5
  endpoint_kind: "primary output"
  crit_arrival_ns: 1.88
  cp_slowest_stage_delay_ns: 0.55
  cp-endpoint: "HEX0[0]"
  r2r-end: "SirCountsAlot.CurrentState[2]"
  ff2ff_setup_slack_ns: 1.49
  cp-startpoint: "SirCountsAlot.z[3]"
synth:
  synth_area_um2: 736
  ys_seq_share_pct: 21.8
  yosysWarnings: 8
  ys_ff: 8
  ys_cells: 100
  syn_area_per_cell_um2: 7.36
  post_synth_num_cell_types: 34
  netlist_instances: 100
  synth-area-yosys_um2: 736
min_path:
  hold_path_class: "reg2reg"
  hold-path-cell-count: 1
per-layer routing:
| metal | global-route usage (%) | up-vias | share of wire (%) |
|---|---|---|---|
| met5 | 0 | - | 0 |
| met4 | 1.20 | 0 | 2.3 |
| met3 | 1.35 | 2 | 8.7 |
| met2 | 5.79 | 17 | 37 |
| met1 | 5.81 | 275 | 52 |
| li1 | - | 362 | - |
how the worst min path moves through the flow:
stage,from,to,slack (ns)
4_1_cts,SirCountsAlot.CurrentState[2],SirCountsAlot.z[2],0.58
5_1_grt,SirCountsAlot.CurrentState[2],SirCountsAlot.z[2],0.61
6_report,SirCountsAlot.CurrentState[2],SirCountsAlot.z[2],0.58
stage by stage:
| stage | area, µm² | total power [mW] |
|---|---|---|
| 6_report | 908 | 0.374 |
| 3_3_place_gp | 867 | 0.256 |
| 4_1_cts | 908 | 0.398 |
| 5_1_grt | 908 | 0.421 |
| 3_5_place_dp | 867 | 0.254 |
| 2_1_floorplan | 736 | 0.216 |
final cells by class:
cell class	count	area (µm²)
timing repair buffer	13	130
multi-input combinational	78	499
clock buffer	3	41.3
fill	439	3150
sequential	8	160
inverter	4	15.0
tap	50	62.6
cell usage after synthesis:
cell | instances | share of area, %
nand2_1 | 10 | 5.1
dfxtp_1 | 8 | 22
nor2_1 | 8 | 4.1
ha_1 | 7 | 12
nor2b_1 | 7 | 6.0
o21ai_0 | 6 | 4.1
buf_4 | 5 | 5.1
nand2b_1 | 5 | 4.3
o21ai_1 | 5 | 3.4
buf_2 | 4 | 2.7
a21oi_1 | 3 | 2.0
inv_1 | 3 | 1.5
nand4_1 | 3 | 2.6
or3_1 | 3 | 2.6
a21o_1 | 2 | 2.0
a22o_1 | 2 | 2.4
a31oi_1 | 2 | 1.7
a32oi_1 | 1 | 1.2
a41oi_1 | 1 | 1.2
clkbuf_1 | 1 | 0.51
inv_2 | 1 | 0.51
nand3b_1 | 1 | 1.0
nand4b_1 | 1 | 1.2
nor2b_2 | 1 | 1.2
nor3_1 | 1 | 0.68
nor3b_1 | 1 | 1.0
nor4_1 | 1 | 0.85
o21a_1 | 1 | 1.0
o21bai_1 | 1 | 1.0
o22ai_1 | 1 | 0.85
o2bb2ai_1 | 1 | 1.2
o31a_1 | 1 | 1.2
o31ai_1 | 1 | 1.0
xor2_1 | 1 | 1.2
power by group through the flow:
| stage | logic [mW] | registers (mW) | clock network, mW |
|---|---|---|---|
| 4_1_cts | 0.0996 | 0.153 | 0.145 |
| 5_1_grt | 0.114 | 0.157 | 0.151 |
| 6_report | 0.0978 | 0.154 | 0.123 |
kinds of logic (layout without fill, tap and decap cells):
family	count (synthesis)	after routing	synth area share, %
xor+xnor	1	1	1.19
flops	8	8	21.8
buf+inv	14	20	10.4
compound gates	28	28	24.3
fa+ha+maj	7	7	11.9
simple gates	42	42	30.4
sequential cells by signal, summed over array words and instances (netlist names):
signal                      cells
SirCountsAlot.CurrentState      4
SirCountsAlot.z                 4
worst register-to-register path, cell delays in order, from the launching register on:
cell and delay [ns]:
dfxtp_1 0.55, nor2_1 0.14, a32oi_1 0.26, a41oi_1 0.13
No activity file was given, so power comes from the tool's default toggle rates.
