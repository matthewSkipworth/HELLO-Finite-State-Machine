## design/flow/run.sh

```bash
#!/bin/bash
# OpenROAD 26Q1-2900-gdf79404cd8, Yosys 0.63+post, stock flow scripts
make -C /OpenROAD-flow-scripts/flow DESIGN_CONFIG=/design/flow/config.mk WORK_HOME=/design/flow/orfs finish
```

## design/flow/config.mk

```make
export PLATFORM = sky130hd
export DESIGN_NAME = Part3
export DESIGN_NICKNAME = Part3
export VERILOG_FILES = /design/flow/design.v
export SDC_FILE = /design/flow/constraint.sdc
export NUM_CORES = 4
export LEC_CHECK = 1
export CORE_AREA = 10 10 103 103
export DIE_AREA = 0 0 113 113
export SYNTH_HDL_FRONTEND = slang
```

## design/flow/constraint.sdc

```tcl
current_design Part3

set clk_period 1.9
set clk_io_pct 0.2

create_clock -name clk0 -period $clk_period [get_ports {KEY}]

set non_clock_inputs [all_inputs -no_clocks]
set_input_delay [expr $clk_period * $clk_io_pct] -clock clk0 $non_clock_inputs
set_output_delay [expr $clk_period * $clk_io_pct] -clock clk0 [all_outputs]
```

## design/flow/design.v

```verilog
module D_flip_flop(enable, clk, reset, q);
	input enable, clk, reset;
	output logic q;
always @ ( posedge clk )
  if (~reset) begin
    q <= 1'b0;
  end  else begin
    q <= enable;
  end
endmodule
module D_flip_flop_testbench;
	logic enable, clk, reset, q;
	integer i;
	D_flip_flop DUT(enable, clk, reset, q);
	initial begin
		enable = 0;
		reset = 0;
		for (i = 0; i < 4; i++) begin
			clk = 1;
			#10;
			clk = 0;
			#10;
		end	
		enable = 0;
		reset = 1;
		for (i = 0; i < 4; i++) begin
			clk = 1;
			#10;
			clk = 0;
			#10;
		end	
		enable = 1;
		reset = 0;
		for (i = 0; i < 4; i++) begin
			clk = 1;
			#10;
			clk = 0;
			#10;
		end	
		enable = 1;
		reset = 1;
		for (i = 0; i < 4; i++) begin
			clk = 1;
			#10;
			clk = 0;
			#10;
		end	
	end
endmodule
module Four_Bit_Register(T, Clk, ClrN, Q);
	input [2:0] T;
	input Clk, ClrN;
	output [2:0] Q;
	D_flip_flop D0( T[0], Clk, ClrN, Q[0]  );
	D_flip_flop D1( T[1], Clk, ClrN, Q[1]  );
	D_flip_flop D2( T[2], Clk, ClrN, Q[2]  );
endmodule
module Four_Bit_Register_testbench;
	logic [2:0] T;
	logic Clk, ClrN;
	logic [2:0] Q;
	integer i;
	Four_Bit_Register DUT(T, Clk, ClrN, Q);
	initial begin
		ClrN = 0;
		for (i = 0; i < 16; i++) begin
			T = i;
			Clk = 1;
			#10;
			Clk = 0;
			#10;
			$monitor("%4b",Q);
		end
		ClrN = 0;
		for (i = 0; i < 16; i++) begin
			T = i;
			Clk = 1;
			#10;
			Clk = 0;
			#10;
			$monitor("%4b",Q);
		end
		ClrN = 1;
		for (i = 0; i < 16; i++) begin
			T = i;
			Clk = 1;
			#10;
			Clk = 0;
			#10;
			$monitor("%4b",Q);
		end
		ClrN = 1;
		for (i = 0; i < 16; i++) begin
			T = i;
			Clk = 1;
			#10;
			Clk = 0;
			#10;
			$monitor("%4b",Q);
		end
	end
endmodule
module New_Hex_HELO(Hex, S);
	input [2:0] S;
	output logic [0:6] Hex = 3'b111;
	logic A, B, C;
	assign A = S[2];
	assign B = S[1];
	assign C = S[0];
	assign Hex[0] = C | (~A & ~B) | (A & B);
	assign Hex[1] = B | (~A & ~C) | (A & C);
	assign Hex[2] = B | (~A & ~C) | (A & C);
	assign Hex[3] = (~A & ~B) | (~B & C) | (A & B);
	assign Hex[4] = (A & C) | (A & B) | (~A & ~B & ~C);
	assign Hex[5] = (A & C) | (A & B) | (~A & ~B & ~C);
	assign Hex[6] = A | (~B & ~C) | (B & C);
endmodule
module Part3(KEY, SW, HEX0, HEX1, HEX2, HEX3, HEX4, HEX5, HEX6, HEX7);
	input [0:0] KEY;
	input [0:0] SW;
	output logic [0:6]  HEX0 = 7'b1111111, 
						HEX1 = 7'b1111111, 
						HEX2 = 7'b1111111, 
						HEX3 = 7'b1111111, 
						HEX4 = 7'b1111111, 
						HEX5 = 7'b1111111, 
						HEX6 = 7'b1111111, 
						HEX7 = 7'b1111111;
	logic[23:0] Q;
	logic[2:0] Out;
	Part3FSM FSM1(KEY, SW, Out);
	Four_Bit_Register R0(Out, KEY, SW, Q[2:0]);
	Four_Bit_Register R1(Q[2:0], KEY, SW, Q[5:3]);
	Four_Bit_Register R2(Q[5:3], KEY, SW, Q[8:6]);
	Four_Bit_Register R3(Q[8:6], KEY, SW, Q[11:9]);
	Four_Bit_Register R4(Q[11:9], KEY, SW, Q[14:12]);
	Four_Bit_Register R5(Q[14:12], KEY, SW, Q[17:15]);
	Four_Bit_Register R6(Q[17:15], KEY, SW, Q[20:18]);
	Four_Bit_Register R7(Q[20:18], KEY, SW, Q[23:21]);
	New_Hex_HELO H0(HEX0, Q[2:0]);
	New_Hex_HELO H1(HEX1, Q[5:3]);
	New_Hex_HELO H2(HEX2, Q[8:6]);
	New_Hex_HELO H3(HEX3, Q[11:9]);
	New_Hex_HELO H4(HEX4, Q[14:12]);
	New_Hex_HELO H5(HEX5, Q[17:15]);
	New_Hex_HELO H6(HEX6, Q[20:18]);
	New_Hex_HELO H7(HEX7, Q[23:21]);
endmodule	
module Part3FSM(Clock, Reset, Out);
	input Clock, Reset;
	output logic [2:0] Out = 3'b111;
	logic [2:0] currentState, nextState;
	logic enable, q, counter_reset;
	logic [3:0] counter;
	localparam  Blank = 3'b000,
				H = 3'b001,
				E = 3'b010,
				L = 3'b011,
				O = 3'b100;
	always_comb begin
		case(currentState)
		H: nextState = E;
		E: nextState = L;
		L: 
			if (counter != 3) nextState = O;
			else nextState = L;
		O: nextState = Blank;
		Blank: 
			if (counter !=0 ) nextState = Blank;
			else nextState = H;
		default: nextState = Blank;
		endcase
	end
	always_ff @(posedge Clock)begin
		if (!Reset) begin
			currentState <= Blank;
			Out <= Blank;
			counter <= 0;
		end else begin
			if (counter < 7) begin
				currentState <= nextState;
				counter <= counter + 1;
			end else begin
				counter <= 0;
				currentState <= nextState;
			end
			Out <= currentState;
		end
	end
endmodule
module Part3FSM_testbench;
	logic Clock, Reset;
	logic [2:0] Out = 0;
	integer j;
	Part3FSM DUT(Clock, Reset, Out);
	initial begin
		Reset = 0;
		for (j = 0; j < 16; j++) begin
			Clock = 1;
			#10;
			Clock = 0;
			#10;
			$monitor("%4b", Out);
		end
	end
endmodule
```

==> run_summary.xml <==
<?xml version="1.0" encoding="UTF-8"?>
<metrics>
  <group name="final_layout">
    <metric name="registers_with_the_highest_flip_flop_counts" unit="">FSM1.counter (4), FSM1.Out (3), FSM1.currentState (3)</metric>
    <metric name="seq_area" unit="sq um">711</metric>
    <metric name="final.fill_count" unit="">832</metric>
    <metric name="final_cell_count_no_fill" unit="">324</metric>
    <metric name="post_route_cells_drive_above_1_share" unit="%">20.1</metric>
    <metric name="multi_input_comb_area" unit="sq um">953</metric>
    <metric name="layout.core_utilization" unit="%">29.7</metric>
    <metric name="syn2layout_area_growth" unit="%">44.3</metric>
    <metric name="regMostFlops" unit="">FSM1.counter</metric>
    <metric name="largest_register_ff_count" unit="">4</metric>
    <metric name="stdcell_area" unit="sq mm">0.00247</metric>
  </group>
  <group name="cts">
    <metric name="clkTransAtPathRegs" unit="ns">0.06</metric>
    <metric name="cts_tree" unit="">built</metric>
    <metric name="cts.repair_timing.setup_buffer_count" unit="">0</metric>
    <metric name="htree_levels" unit="">2</metric>
    <metric name="clock_path_buffers" unit="">2</metric>
    <metric name="number_of_buffers_added_by_the_clock_tree_synthesis_step" unit="">5</metric>
    <metric name="root_buffer" unit="">sky130_fd_sc_hd__clkbuf_8</metric>
    <metric name="cts.sink_count" unit="">34</metric>
    <metric name="clock_insertion_delay_worst_skew" unit="ns">0.27</metric>
  </group>
  <group name="synthesis">
    <metric name="netlist-cell-type-count" unit="">19</metric>
    <metric name="topCombFamilyByArea" unit="">simple AND/OR/NAND/NOR gates</metric>
    <metric name="yosys.area_share.simple" unit="%">24.6</metric>
    <metric name="ys_cells" unit="">182</metric>
    <metric name="mappedNetlistArea" unit="sq mm">0.00171</metric>
    <metric name="synth.yosys.seq_area_share" unit="%">39.8</metric>
    <metric name="postSynthCellCount" unit="">182</metric>
    <metric name="synth_warnings" unit="">0</metric>
    <metric name="adder_and_majority_cell_fraction_of_the_synthesized_area" unit="%">1.46</metric>
    <metric name="area_share_of_the_largest_cell_type_after_synthesis" unit="%">39.8</metric>
    <metric name="yosys_register_bits" unit="">34</metric>
    <metric name="ys_area" unit="sq mm">0.00171</metric>
    <metric name="synth_xor_xnor_area_share" unit="%">16.9</metric>
    <metric name="largest_area_cell" unit="">sky130_fd_sc_hd__dfxtp_1</metric>
    <metric name="yosys-mux-area-fraction" unit="%">4.69</metric>
    <metric name="avgSynthCellArea" unit="sq um">9.39</metric>
    <metric name="aoi_share" unit="%">1.83</metric>
    <metric name="topCellsByArea" unit="">sky130_fd_sc_hd__dfxtp_1, sky130_fd_sc_hd__xor2_1, sky130_fd_sc_hd__and2_1, sky130_fd_sc_hd__nand2b_1, sky130_fd_sc_hd__buf_4</metric>
  </group>
  <group name="timing">
    <metric name="maxClockFrequency" unit="MHz">556</metric>
    <metric name="finalMaxSlewViolations" unit="">0</metric>
    <metric name="total_negative_slack_for_setup_checks" unit="ns">0</metric>
    <metric name="hold_ws" unit="ns">0.432</metric>
    <metric name="final_setup_viols" unit="">0</metric>
    <metric name="slew_headroom" unit="%">80.4</metric>
    <metric name="finalWorstSetupSlack" unit="ns">0.103</metric>
    <metric name="post-route-period-util" unit="%">94.6</metric>
    <metric name="worst_pin_slew" unit="ns">0.291</metric>
    <metric name="clock_skew" unit="ns">0.00406</metric>
    <metric name="final.min_clock_period" unit="ns">1.80</metric>
    <metric name="final_hold_violations" unit="">0</metric>
  </group>
  <group name="run">
    <metric name="openroad.warnings" unit="">26</metric>
    <metric name="drv_cap" unit="">0</metric>
  </group>
  <group name="power">
    <metric name="peak_supply_drop" unit="mV">0.552</metric>
    <metric name="power_per_cell_area" unit="mW/mm^2">561</metric>
    <metric name="finalPower" unit="mW">1.38</metric>
    <metric name="power.leakage" unit="nW">1.04</metric>
  </group>
  <group name="place">
    <metric name="post_dp_cell_area" unit="sq mm">0.00224</metric>
    <metric name="placed_cells" unit="">318</metric>
    <metric name="preCtsSetupSlack" unit="ns">0.282</metric>
    <metric name="numPortBuffers" unit="">57</metric>
    <metric name="place_hpwl" unit="um">2640</metric>
    <metric name="place.gp.congestion" unit="">0.753</metric>
  </group>
  <group name="die">
    <metric name="ioPinCount" unit="">58</metric>
    <metric name="num_rows" unit="">33</metric>
    <metric name="die_h" unit="um">113</metric>
    <metric name="initial_core_util" unit="%">20.6</metric>
    <metric name="floorplan.die_area" unit="sq mm">0.0128</metric>
    <metric name="chipWidth" unit="um">113</metric>
    <metric name="floorplan.core_area" unit="sq mm">0.00830</metric>
  </group>
  <group name="route">
    <metric name="total_wire_length_after_detailed_routing" unit="um">3330</metric>
    <metric name="highest_layer" unit="">met4</metric>
    <metric name="via_per_inst" unit="">3.61</metric>
    <metric name="firstDrtPassIters" unit="">3</metric>
    <metric name="via_count" unit="">1170</metric>
    <metric name="m1WireLength" unit="um">1440</metric>
    <metric name="routedWlPerCell" unit="um">10.3</metric>
    <metric name="drcViolationCount" unit="">0</metric>
    <metric name="ant_nets" unit="">0</metric>
    <metric name="wl_met2" unit="um">1590</metric>
    <metric name="detailroute.wirelength.met3" unit="um">286</metric>
    <metric name="first_iter_violations" unit="">14</metric>
    <metric name="antennaDiodeCount" unit="">0</metric>
  </group>
  <group name="worst_setup_path">
    <metric name="timing_worst_setup_path_type" unit="">reg -&gt; out</metric>
    <metric name="crit_path_end_kind" unit="">output port</metric>
    <metric name="critical_path.startpoint_type" unit="">register</metric>
    <metric name="timing.critical_path.required" unit="ns">1.52</metric>
    <metric name="crit_path_max_fanout" unit="">5</metric>
    <metric name="worst-endpoint-arrival" unit="ns">1.42</metric>
  </group>
  <group name="grt">
    <metric name="grt_pass1_vias" unit="">1084</metric>
    <metric name="antenna_found_initial" unit="">0</metric>
    <metric name="grt_first_pass_wirelength" unit="um">5390</metric>
    <metric name="gr-total-overflow" unit="">0</metric>
    <metric name="grt_start_max_net_pins" unit="">25</metric>
    <metric name="groute.usage.overall" unit="%">4.97</metric>
  </group>
  <group name="hold_path">
    <metric name="hp-class" unit="">reg -&gt; reg</metric>
  </group>
  <group name="run_status">
    <metric name="run_status" unit="">finished clean</metric>
  </group>
</metrics>
-- kinds of logic after synthesis --
group | count (synthesis)
mux | 8
flops | 34
compound gates | 5
simple gates | 71
xor+xnor | 33
buf+inv | 29
fa+ha+maj | 2
-- synth_stat cells --
cell type,n
sky130_fd_sc_hd__dfxtp_1,34
sky130_fd_sc_hd__xor2_1,32
sky130_fd_sc_hd__nor2_1,11
sky130_fd_sc_hd__nor4b_1,1
sky130_fd_sc_hd__ha_1,2
sky130_fd_sc_hd__a21oi_1,2
sky130_fd_sc_hd__mux2i_1,8
sky130_fd_sc_hd__and4b_1,1
sky130_fd_sc_hd__nand2_1,1
sky130_fd_sc_hd__a21boi_1,1
sky130_fd_sc_hd__a211oi_1,1
sky130_fd_sc_hd__xnor2_1,1
sky130_fd_sc_hd__nand2b_1,27
sky130_fd_sc_hd__nor4_1,1
sky130_fd_sc_hd__a31oi_1,1
sky130_fd_sc_hd__buf_2,11
sky130_fd_sc_hd__inv_1,2
sky130_fd_sc_hd__buf_4,16
sky130_fd_sc_hd__and2_1,29
-- routing by layer --
layer	vias to the layer above	GRT usage, %
met5	-	0
met2	32	8.26
met1	521	5.95
met4	0	0.508
li1	613	-
met3	4	2.30
-- cells in the final DEF (no fill, tap or decap), types with 3 or more instances in the layout --
| cell | n |
|---|---|
| sky130_fd_sc_hd__clkdlybuf4s50_1 | 56 |
| sky130_fd_sc_hd__and2_1 | 29 |
| sky130_fd_sc_hd__nand2b_1 | 27 |
| sky130_fd_sc_hd__xor2_1 | 25 |
| sky130_fd_sc_hd__dfxtp_2 | 21 |
| sky130_fd_sc_hd__dfxtp_1 | 12 |
| sky130_fd_sc_hd__mux2i_1 | 8 |
| sky130_fd_sc_hd__nor2_4 | 7 |
| sky130_fd_sc_hd__xor2_2 | 7 |
| sky130_fd_sc_hd__clkbuf_8 | 6 |
| sky130_fd_sc_hd__nor2_1 | 3 |
-- path summary, 6_finish.rpt --
kind | from | end | slack (ns) | cells past startpoint
setup reg to reg | FSM1.counter[0] | FSM1.currentState[0] | 0.82 | 5
hold / removal | FSM1.Out[2] | R0.D2.q | 0.43 | 1
setup / recovery | R3.D0.q | HEX3[4] | 0.10 | 3
hold reg to reg | FSM1.Out[2] | R0.D2.q | 0.43 | 1
-- report_power, final --
group	switching, mW	leakage [nW]	internal, mW	total [mW]
clock	0.222	0.0431	0.279	0.501
combinational	0.0422	0.709	0.0802	0.122
sequential	0.0243	0.287	0.735	0.760
-- cell type report --
type / instances / share of cell area [%]
clock buffer: 6 / 3.35
multi-input combinational: 119 / 38.7
timing repair buffer: 58 / 23.5
tap: 105 / 5.33
inverter: 2 / 0.304
sequential: 34 / 28.8
-- critical path, stage by stage (launching register included) --
cell and delay, ns:
sky130_fd_sc_hd__dfxtp_2 0.35, sky130_fd_sc_hd__nor2_2 0.13, sky130_fd_sc_hd__xor2_1 0.18, sky130_fd_sc_hd__clkdlybuf4s50_1 0.49
-- timing repair --
item,in CTS,in global routing
setup endpoints to repair,8,29
hold buffers,0,0
gates resized,5,41
pin swaps,0,5
Power figures rest on the tool's default switching activity, not on a simulated workload.
